`flow/design.v`:
```
module btfly_op(
  clk ,
  rst_n,
  i_u1_valid_in,
  o_u1_valid_out,
  i_s18_V0_R,  i_s18_V0_I, i_s18_V1_R, i_s18_V1_I,
  i_s18_T0_R,  i_s18_T0_I, i_s18_T1_R, i_s18_T1_I,
  o_s18_O0_R, o_s18_O0_I,
  o_s18_O1_R, o_s18_O1_I
);
input  clk ;
input  rst_n;
input  i_u1_valid_in;
output  o_u1_valid_out;
input signed [17:0] i_s18_V0_R,  i_s18_V0_I, i_s18_V1_R, i_s18_V1_I;
input signed [17:0] i_s18_T0_R,  i_s18_T0_I, i_s18_T1_R, i_s18_T1_I;
output signed [17:0]  o_s18_O0_R, o_s18_O0_I;
output signed [17:0]  o_s18_O1_R, o_s18_O1_I;
wire u1_complex_mult_I_valid, u1_complex_mult_II_valid;
wire signed [17:0] s18_T0V1_V0_R; 
wire signed [17:0] s18_T0V1_V0_I; 
wire signed [17:0] s18_T1V1_V0_R; 
wire signed [17:0] s18_T1V1_V0_I; 
wire signed [17:0] s18_T0V1_R_resized; 
wire signed [17:0] s18_T0V1_I_resized; 
wire signed [17:0] s18_T1V1_R_resized; 
wire signed [17:0] s18_T1V1_I_resized; 
wire signed [47:0] s48_T0V1_R;
wire signed [47:0] s48_T0V1_I;
wire signed [47:0] s48_T1V1_R;
wire signed [47:0] s48_T1V1_I;
reg signed  [17:0]   s18_V0_R_pipe_i ;
reg signed  [17:0]   s18_V0_R_pipe_ii;
reg signed  [17:0]   s18_V0_I_pipe_i ;
reg signed  [17:0]   s18_V0_I_pipe_ii;
assign o_u1_valid_out = u1_complex_mult_I_valid  || u1_complex_mult_II_valid;  
assign s18_T0V1_R_resized = s48_T0V1_R[16+18-1:16];
assign s18_T0V1_I_resized = s48_T0V1_I[16+18-1:16];
assign s18_T1V1_R_resized = s48_T1V1_R[16+18-1:16];
assign s18_T1V1_I_resized = s48_T1V1_I[16+18-1:16];
assign s18_T0V1_V0_R  = s18_T0V1_R_resized + s18_V0_R_pipe_ii;
assign s18_T0V1_V0_I  = s18_T0V1_I_resized + s18_V0_I_pipe_ii;
assign s18_T1V1_V0_R  = s18_T1V1_R_resized + s18_V0_R_pipe_ii;
assign s18_T1V1_V0_I  = s18_T1V1_I_resized + s18_V0_I_pipe_ii;
assign o_s18_O0_R[17] = s18_T0V1_V0_R[17] ;
assign o_s18_O0_I[17] = s18_T0V1_V0_I[17];
assign o_s18_O1_R[17] = s18_T1V1_V0_R[17] ;
assign o_s18_O1_I[17] = s18_T1V1_V0_I[17];
assign o_s18_O0_R[16:0] = s18_T0V1_V0_R[17:1]; 
assign o_s18_O0_I[16:0] = s18_T0V1_V0_I[17:1];
assign o_s18_O1_R[16:0] = s18_T1V1_V0_R[17:1]; 
assign o_s18_O1_I[16:0] = s18_T1V1_V0_I[17:1];
cplx_mult complex_mult_I(
  .clk (clk),
  .rst_n(rst_n),
  .i_u1_valid_in(i_u1_valid_in),
  .o_u1_valid_out(u1_complex_mult_I_valid),
  .i_s18_AR(i_s18_V1_R), .i_s18_AI(i_s18_V1_I), 
  .i_s18_BR(i_s18_T0_R), .i_s18_BI(i_s18_T0_I),
  .o_s48_R(s48_T0V1_R),
  .o_s48_I(s48_T0V1_I)
);
cplx_mult complex_mult_II(
  .clk (clk),
  .rst_n(rst_n),
  .i_u1_valid_in(i_u1_valid_in),
  .o_u1_valid_out(u1_complex_mult_II_valid),
  .i_s18_AR(i_s18_V1_R), .i_s18_AI(i_s18_V1_I), 
  .i_s18_BR(i_s18_T1_R), .i_s18_BI(i_s18_T1_I),
  .o_s48_R(s48_T1V1_R),
  .o_s48_I(s48_T1V1_I)
);
always @(posedge clk ) begin
  if (!rst_n) begin
    s18_V0_R_pipe_i <= 0;
    s18_V0_R_pipe_ii <= 0;
    s18_V0_I_pipe_i <= 0;
    s18_V0_I_pipe_ii <= 0;
  end else begin 
    if( i_u1_valid_in ) begin
      s18_V0_R_pipe_i <= i_s18_V0_R;
      s18_V0_R_pipe_ii <= s18_V0_R_pipe_i;
      s18_V0_I_pipe_i <= i_s18_V0_I;
      s18_V0_I_pipe_ii <= s18_V0_I_pipe_i;
    end
  end
end
endmodule
module cplx_mult (
  clk ,
  rst_n,
  i_u1_valid_in,  
  o_u1_valid_out,
  i_s18_AR,  i_s18_AI, i_s18_BR, i_s18_BI,
  o_s48_R,
  o_s48_I
);
input  clk ;
input  rst_n;
input  i_u1_valid_in;
output  o_u1_valid_out;
input  signed  [17:0]   i_s18_AR,  i_s18_AI, i_s18_BR, i_s18_BI;
output signed  [47:0]   o_s48_R;
output signed  [47:0]   o_s48_I;
localparam READY = 1'b0;
localparam BUSY  = 1'b1;
reg state_reg ;
wire  signed [17:0] s18_X_real_path;
wire  signed [17:0] s18_Y_real_path;
wire  signed [17:0] s18_X_imag_path;
wire  signed [17:0] s18_Y_imag_path;
wire                u1_sel;
reg signed   [17:0] s18_AI_reg;
reg signed   [17:0] s18_neg_BI_reg;  
reg signed   [17:0] s18_BR_reg;
reg          [2:0]  u3_valid_delay;
integer delay_idx;
DSP48_inferred DSP_real_path(
  .clk(clk) ,
  .rst_n(rst_n),
  .i_s18_X(s18_X_real_path),
  .i_s18_Y(s18_Y_real_path),
  .i_s48_C(0),
  .i_sel          (u1_sel),
  .o_s48_XY_plus_C(o_s48_R)
);
DSP48_inferred DSP_imag_path(
  .clk(clk) ,
  .rst_n(rst_n),
  .i_s18_X(s18_X_imag_path),
  .i_s18_Y(s18_Y_imag_path),
  .i_s48_C(0),
  .i_sel          (u1_sel),
  .o_s48_XY_plus_C(o_s48_I)
);
assign s18_X_real_path = ~u1_sel ? i_s18_AR :  s18_AI_reg ;
assign s18_Y_real_path = ~u1_sel ? i_s18_BR :  s18_neg_BI_reg ;  
assign s18_X_imag_path = ~u1_sel ? i_s18_AR : s18_AI_reg ;
assign s18_Y_imag_path = ~u1_sel ? i_s18_BI : s18_BR_reg ;
assign o_u1_valid_out =  u3_valid_delay[2];
assign u1_sel = (state_reg == BUSY) ? 1 : 0;
always @(posedge clk ) begin
  if (!rst_n) begin
    s18_AI_reg     <= 0;
    s18_neg_BI_reg <= 0;
    s18_BR_reg     <= 0;
    u3_valid_delay <= 0;
    state_reg      <= READY;    
  end else begin 
    case( state_reg )
      READY:
      begin
        if ( i_u1_valid_in ) begin
          s18_AI_reg     <=  i_s18_AI;
          s18_neg_BI_reg <= -i_s18_BI;
          s18_BR_reg     <=  i_s18_BR;
          u3_valid_delay[0] <= 1;
          state_reg <= BUSY;
        end else begin
          u3_valid_delay[0] <= 0;
        end
      end
      BUSY:
      begin 
        u3_valid_delay[0] <= 0;
        state_reg <= READY;
      end        
    endcase
    for(delay_idx = 1; delay_idx <3; delay_idx = delay_idx + 1) begin
      u3_valid_delay[delay_idx] <= u3_valid_delay[delay_idx-1];
    end
  end
end
endmodule
module DSP48_inferred (
  clk ,
  rst_n,
  i_sel,
  i_s18_X,
  i_s18_Y,
  i_s48_C,
  o_s48_XY_plus_C 
);
  input                 i_sel;
  input                 clk,rst_n;
  input  signed  [17:0] i_s18_X, i_s18_Y;
  input  signed  [47:0] i_s48_C;
  output signed  [47:0] o_s48_XY_plus_C;
  reg    signed  [17:0] s18_X_reg;
  reg    signed  [17:0] s18_Y_reg;
  reg    signed  [47:0] s48_post_mlt_reg;
  reg    signed  [47:0] s48_post_acc_reg;
  assign o_s48_XY_plus_C = s48_post_acc_reg;
  always @(posedge clk ) begin
    if (!rst_n) begin
      s18_X_reg <= 0 ;
      s18_Y_reg <= 0 ;
      s48_post_mlt_reg <= 0 ;
      s48_post_acc_reg <= 0 ;
    end else begin 
      s48_post_mlt_reg <= i_s18_X * i_s18_Y;
      if (i_sel) begin
        s48_post_acc_reg <= s48_post_mlt_reg + i_s48_C;  
      end else begin
        s48_post_acc_reg <= s48_post_mlt_reg + s48_post_acc_reg;  
      end
    end
  end
endmodule
```
`flow/run.sh`:
```
#!/bin/bash
# OpenROAD 26Q1-2900-gdf79404cd8, Yosys 0.63+post, stock flow scripts
make -C /OpenROAD-flow-scripts/flow DESIGN_CONFIG=/design/flow/config.mk WORK_HOME=/design/flow/orfs finish
```
`flow/config.mk`:
```
export PLATFORM = sky130hd
export DESIGN_NAME = btfly_op
export DESIGN_NICKNAME = btfly_op
export VERILOG_FILES = /design/flow/design.v
export SDC_FILE = /design/flow/constraint.sdc
export NUM_CORES = 4
export LEC_CHECK = 1
export CORE_UTILIZATION = 40
```
`flow/constraint.sdc`:
```
current_design btfly_op

set clk_period 15.6
set clk_io_pct 0.2

create_clock -name clk0 -period $clk_period [get_ports {clk}]

set non_clock_inputs [all_inputs -no_clocks]
set_input_delay [expr $clk_period * $clk_io_pct] -clock clk0 $non_clock_inputs
set_output_delay [expr $clk_period * $clk_io_pct] -clock clk0 [all_outputs]
```
==> flow_summary.yaml <==
# synthesis and place-and-route metrics
placed_design:
  dpl_cell_area_mm2: 0.0758
  portBuffers: 219
  dp_cells: 10500
  dp_hpwl_mm: 182
  routabilityCongestion: 1.06
cts:
  numCtsBuffers: 59
  htreeDepth: 2
  hold_buffers: 0
  cts_root_buf: "clkbuf_16"
  clk_pin_slew_ps: 70
  post_cts_resized: 0
  clock_sinks: 458
  cts_tree: "yes"
  postCtsSetupRepairBufs: 0
  clkLatencyLatePin_ps: 740
  clk_path_buf_depth: 3
final_layout:
  comb_area_mm2: 0.0547
  fillers: 16600
  fin_cells: 10700
  area.sequential_mm2: 0.00918
  syn_to_final_growth_pct: 10.3
  layout-drive-gt1-share: 0.0519
  final_cell_area_mm2: 0.0778
worst_setup_path:
  start_kind: "input port"
  crit_required_ps: 16230
  cp.arrival_ps: 11220
  cp_num_buf_inv: 2
  critPathKind: "in -> reg"
  cp_top_family: "adder cells"
  cp_max_fo: 19
  endpoint_kind: "flop"
  crit_slowest_cell: "fa_1"
  path_cells: "clkdlybuf4s50_1 -> mux2_2 -> nand2_1 -> fa_1 -> fa_1 -> inv_1 -> fa_1 -> fa_1 -> fa_1 -> fa_1 -> ha_1 -> nand2_1 -> nor2_1 -> and4_1 -> nand2_1 -> a211oi_1 -> o21ai_0 -> a21oi_1 -> o21a_1 -> nor3_1 -> nor3b_1"
  crit_path_frequent_cell: "fa_1"
  max_stage_delay_ps: 770
synthesis:
  synthTopLogicFamily: "adder cells"
  fa_ha_area_frac: 0.458
  synth_cell_types: 81
  syn_area_mm2: 0.0706
  edf_count: 0
  synth-compound-area-share: 0.0870
  syn_inst: 8161
  ys_sh_xor: 0.0403
  yosys_area_mm2: 0.0706
  ys_cells: 8161
  most_common_cell: "inv_1"
  avgSynthCellArea_um2: 8.65
  ys.flops: 458
  synth_top_area_share: 0.360
  area_leaders: "fa_1 (36%), dfxtp_1 (13%), ha_1 (9.9%)"
  common_cells: "inv_1 (1,511), fa_1 (1,268), nor2_1 (1,101)"
  synth_top_flop_cell: "dfxtp_1"
  yosysTopAreaCell: "fa_1"
  ys_seq_frac: 0.130
  synth.area.mux_share: 0.0418
  synth_warnings: 5
  async_flop_share: 0
  simple_gate_area_frac: 0.146
die:
  rows: 153
  fp_util: 0.404
  io_pins: 220
  die_area_mm2: 0.178
  die_y_um: 422
  die_w_um: 422
  placeableCoreArea_mm2: 0.175
sta:
  holdWs_ps: 431
  rsz0062_at_grt: "false"
  maxClockFrequency_mhz: 94.4
  tightest_slew_ps: 1120
  setup_viol: 0
  relSlewSlack: 0.243
  final_hold_viol_count: 0
  maxSlewViolCount: 0
  fin_worst_skew_ps: 96.8
  setup_tns_ps: 0
  fin_crit_ps: 10600
  period_used_share: 0.679
grt:
  grt_max_degree: 128
  grt_pass1_wl_mm: 346
  grt_usage: 0.271
  antenna_found_initial: 9
  grt_overflow: 0
  grt_pass1_vias: 57200
routing:
  wl_per_cell_um: 21.1
  ant_nets: 0
  drtIter0Drc: 3181
  vias: 54700
  wl_mm: 224
  drc_errors: 0
  viasPerCell: 5.13
  num_antenna_cells: 0
  dr.pass1.iters: 6
run:
  warnings: 29
  maxCapViolations: 0
run_status:
  outcome: "completed"
min_path:
  worst_hold_path_type: "reg -> reg"
[layout make-up]
class                   instances  area share
well taps                    2325      0.0374
flip-flops and latches        458       0.118
multi-input cells            5888       0.703
clock buffers                  78      0.0209
repair buffers                358      0.0418
clock inverters                33     0.00590
inverters                    1512      0.0730
[worst reg2reg max path: stages (launching register included)]
cell and delay (ps):
dfxtp_4 790, buf_4 740, mux2_2 750, nand2_1 330
fa_1 680, fa_1 780, inv_1 200, fa_1 490
fa_1 590, fa_1 460, fa_1 450, ha_1 390
nand2_1 100, nor2_1 200, and4_1 240, nand2_1 100
a211oi_1 540, o21ai_0 310, a21oi_1 260, o21a_1 150
nor3_1 50, nor3b_1 340
[per-layer routing]
metal	track usage	vias to the layer above	share of wire
met5	0.000806	-	0.00037
met4	0.124	12	0.061
met3	0.128	469	0.12
met2	0.392	2138	0.44
met1	0.354	26500	0.38
li1	-	25500	-
[path summary, 6_finish.rpt]
kind | startpoint | to | slack, ps | depth (start not counted)
min | complex_mult_I.u3_valid_delay[1] | complex_mult_I.u3_valid_delay[2] | 430 | 1
max reg2reg | complex_mult_II.u3_valid_delay[0] | flop | 6560 | 21
min reg2reg | complex_mult_I.u3_valid_delay[1] | complex_mult_I.u3_valid_delay[2] | 430 | 1
max | i_s18_V1_R[17] | flop | 5000 | 21
[cells in the final DEF, fill, tap and decap left out, types with 104 or more instances in the layout]
cell / instances
a21o_1: 105
inv_1: 1511
ha_1: 558
buf_4: 138
fa_1: 1268
nand2_1: 971
xnor2_1: 221
clkdlybuf4s50_1: 217
dfxtp_1: 456
xor2_1: 104
a21oi_1: 383
o21ai_0: 147
nor2_1: 1099
mux2i_1: 164
[kinds of logic after synthesis]
family | Yosys count
compound gates | 965
simple gates | 2489
xor+xnor | 325
flops | 458
fa+ha+maj | 1826
mux | 283
buf+inv | 1815
[per-stage QoR]
stage / util / worst slack [ps]
after detailed placement: 0.434 / 4240
after floorplan: - / 6070
after global placement: 0.434 / 4190
after CTS: 0.446 / 4990
final: 0.446 / 5000
after global routing: 0.446 / 4610
