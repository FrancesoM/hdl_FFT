--- flow/config.mk ---
export PLATFORM = sky130hd
export DESIGN_NAME = xilinx_single_port_ram_read_first
export DESIGN_NICKNAME = xilinx_single_port_ram_read_first
export VERILOG_FILES = /design/flow/design.v
export SDC_FILE = /design/flow/constraint.sdc
export NUM_CORES = 4
export LEC_CHECK = 1
export CORE_UTILIZATION = 50
export SYNTH_MEMORY_MAX_BITS = 65536
--- flow/constraint.sdc ---
current_design xilinx_single_port_ram_read_first

set clk_period 103.5
set clk_io_pct 0.2

create_clock -name clk0 -period $clk_period [get_ports {clka}]

set non_clock_inputs [all_inputs -no_clocks]
set_input_delay [expr $clk_period * $clk_io_pct] -clock clk0 $non_clock_inputs
set_output_delay [expr $clk_period * $clk_io_pct] -clock clk0 [all_outputs]
--- flow/design.v ---
module xilinx_single_port_ram_read_first #(
  parameter RAM_WIDTH = 18,                        
  parameter RAM_DEPTH = 1024,                      
  parameter RAM_PERFORMANCE = "HIGH_PERFORMANCE",  
  parameter INIT_FILE = ""                         
) (
  input [clogb2(RAM_DEPTH-1)-1:0] addra,   
  input [RAM_WIDTH-1:0] dina,            
  input clka,                            
  input wea,                             
  input ena,                             
  input rsta,                            
  input regcea,                          
  output [RAM_WIDTH-1:0] douta           
);
  reg [RAM_WIDTH-1:0] BRAM [RAM_DEPTH-1:0];
  reg [RAM_WIDTH-1:0] ram_data = {RAM_WIDTH{1'b0}};
  generate
    if (INIT_FILE != "") begin: use_init_file
      initial
        $readmemh(INIT_FILE, BRAM, 0, RAM_DEPTH-1);
    end else begin: init_bram_to_zero
      integer ram_index;
      initial
        for (ram_index = 0; ram_index < RAM_DEPTH; ram_index = ram_index + 1)
          BRAM[ram_index] = {RAM_WIDTH{1'b0}};
    end
  endgenerate
  always @(posedge clka)
    if (ena) begin
      if (wea)
        BRAM[addra] <= dina;
      ram_data <= BRAM[addra];
    end
  generate
    if (RAM_PERFORMANCE == "LOW_LATENCY") begin: no_output_register
       assign douta = ram_data;
    end else begin: output_register
      reg [RAM_WIDTH-1:0] douta_reg = {RAM_WIDTH{1'b0}};
      always @(posedge clka)
        if (rsta)
          douta_reg <= {RAM_WIDTH{1'b0}};
        else if (regcea)
          douta_reg <= ram_data;
      assign douta = douta_reg;
    end
  endgenerate
  function integer clogb2;
    input integer depth;
      for (clogb2=0; depth>0; clogb2=clogb2+1)
        depth = depth >> 1;
  endfunction
endmodule
--- flow/run.sh ---
#!/bin/bash
# OpenROAD 26Q1-2900-gdf79404cd8, Yosys 0.63+post, stock flow scripts
make -C /OpenROAD-flow-scripts/flow DESIGN_CONFIG=/design/flow/config.mk WORK_HOME=/design/flow/orfs finish
==> reports/qor.yml <==
critical_path:
  rrSetupSlack_ns: 97.19
  timing.reg2reg.worst_path_depth: 9
  start_kind: "input pin"
  crit_family: "buffers and inverters"
  crit_path_top_delay_cell: "nor4_4"
  endpoint_kind: "register"
  criticalPathCategory: "input pin to register"
  r2r_end: "ram_data[13]$_DFFE_PP_"
  critPathRequiredTime_ns: 104.60
  r2r_start: "BRAM[142][13]$_DFFE_PP_"
  path_buffers: 10
  crit_top_cell: "buf_4"
  crit_chain: "buf_16, buf_4, buf_4, buf_4, buf_4, buf_4, buf_4, buf_4, buf_4, mux2i_1, o22ai_1, nor4_1, nand2_1, nand2_1, nand4_1, nor4_4, buf_4, nand4_1"
  slowest_delay_ns: 1.32
  worstPathMaxFanout: 45
  cp.arrival_ns: 30.30
flow_run:
  maxCapViolations: 1
  tool_warnings: 76
global_route:
  gr-usage-all-layers_pct: 33.7
  grt_pass1_wl_mm: 2930
  grt_pass1_vias: 382000
  antenna_found_initial: 164
  grt_max_degree: 124
  grt.overflow.total: 0
sta:
  fmax_mhz: 34.2
  finalHoldViolations: 0
  grt_setup_unrepaired: "false"
  slew_violations: 3
  skew_ns: 0.141
  setup_violations: 0
  period_used_pct: 28.2
  relSlewSlack_pct: -3.79
  finalSetupTns_ns: 0
  hold-worst-slack_ns: 0.504
  worstMarginPinSlew_ns: 1.54
  min_period_ns: 29.20
floorplanning:
  num_rows: 435
  ios: 51
  initial_core_util_pct: 50.2
  die_h_mm: 1.19
  coreArea_mm2: 1.40
  die_w_mm: 1.19
  die_area_mm2: 1.41
final_layout:
  postLayoutCoreUtil_pct: 56.9
  n_fill_cell: 100000
  drive_gt1_share_pct: 18.5
  layout-area-overhead-vs-synth_pct: 13.4
  largest_reg_flops: 18400
clock_tree:
  cts_buffers: 1905
  clk_pin_slew_worst_paths_ns: 0.06
  root_buffer: "clkbuf_16"
  post-cts-setup-buffer-count: 0
  cts.repair.resized: 0
  cts.sinks: 18500
  htree_levels: 7
  cts_tree: "done"
  clk_latency_ns: 1.44
  clock_tree.buffer_depth: 6
  postCtsHoldBufs: 0
synthesis:
  synth_area_mm2: 0.705
  synth-edff-count: 18500
  synth_flops: 18500
  synth-area-yosys_mm2: 0.705
  synth_cells: 35900
  ys_cells: 35900
  synth_seq_share_pct: 78.7
  synth-main-ff-cell: "edfxtp_1"
  synthArstFlopShare_pct: 0
  ys_warn_count: 1
  syn_area_per_cell_um2: 19.6
  yosysUniqueCellTypes: 59
min_path:
  hp-class: "register to register"
  min_from: "output_register.douta_reg[11]$_SDFFE_PP0P_"
  hold_depth: 2
  min_to: "output_register.douta_reg[11]$_SDFFE_PP0P_"
drt:
  first_pass_iters: 6
  drt_drc_violations_left: 0
  drt-initial-drc-count: 25700
  wire_per_inst_um: 36.3
  dr_total_vias: 362000
  vias_per_cell: 6.19
  postRouteAntennaNets: 0
  wirelength_mm: 2130
power:
  leakagePower_nw: 266
  max-vdd-ir-drop_mv: 0.0165
  powerDensity_mw_per_mm2: 19.3
place:
  numPortBuffers: 50
  gp_congestion: 0.931
  hpwlAfterDp_mm: 1300
status:
  status: "finished with violations"
  violations: "capacitance limit, slew limit"
metal layers:
layer	part of all wire, %	GRT usage (%)	wire length, µm	up-vias
li1	-	-	-	153000
met1	28	37.8	605000	179000
met2	44	44.9	941000	25300
met3	21	31.0	453000	4347
met4	5.6	14.3	119000	300
met5	0.40	4.95	8480	-
worst reg2reg max path, cell delays in order, from the launching register on:
cell       delay (ns)
edfxtp_1         0.45
mux2i_1          0.80
o22ai_1          0.24
nor4_1           0.70
nand2_1          0.45
a2111oi_2        1.17
nand3_1          0.83
nor4_4           1.12
buf_4            0.24
nand4_1          0.09
stage by stage:
step | power (mW) | instance area (µm²) | setup slack, ns | cells
after floorplan | 8.71 | 705000 | 79.29 | 35900
after global placement | 9.09 | 740000 | 73.22 | 54900
after detailed placement | 9.10 | 740000 | 73.28 | 54900
after CTS | 15.5 | 798000 | 74.70 | 58300
after global routing | 15.8 | 799000 | 74.03 | 58400
final | 15.4 | 799000 | 74.30 | 58500
synthesized netlist by cell type (12+ instances only):
master | n | share of area (%)
buf_6 | 107 | 0.17
and3_1 | 16 | 0.014
mux2_2 | 31 | 0.050
nor2_1 | 1344 | 0.72
o2111ai_1 | 98 | 0.12
nand2_1 | 559 | 0.30
a211oi_1 | 13 | 0.014
nand4_1 | 146 | 0.13
dfxtp_1 | 18 | 0.051
buf_1 | 144 | 0.077
clkbuf_1 | 684 | 0.36
a22o_1 | 12 | 0.015
nor3_1 | 150 | 0.11
mux4_2 | 1435 | 4.6
mux2i_1 | 6463 | 9.2
a22oi_1 | 610 | 0.65
a31oi_1 | 64 | 0.057
o21ai_0 | 247 | 0.18
a221oi_1 | 48 | 0.060
a21oi_1 | 68 | 0.048
edfxtp_1 | 18500 | 79
buf_2 | 1043 | 0.74
nor2b_1 | 14 | 0.012
nor4_1 | 694 | 0.62
o22ai_1 | 2887 | 2.6
nand2b_1 | 13 | 0.012
buf_4 | 213 | 0.23
o211ai_1 | 86 | 0.092
nand3_1 | 145 | 0.10
or4_1 | 13 | 0.014
placed cells by master (no fill, tap or decap), types with 98 or more instances in the layout:
cell	netlist	routed
nor2_1	1344	725
clkinv_2	0	380
buf_4	213	2511
clkbuf_16	0	1926
nor3_1	150	136
clkbuf_1	684	361
edfxtp_1	18500	18500
o22ai_1	2887	2886
mux4_2	1435	1435
nand4_1	146	146
nor4_1	694	668
clkinv_1	0	525
nand3_1	145	139
nor2_2	0	605
o2111ai_1	98	98
bufinv_16	0	137
a22oi_1	610	610
mux2i_1	6463	6462
o21ai_0	247	243
diode_2	0	207
nand2_1	559	508
area by class of cell:
cell class	instances	area, µm²	area share, %
Sequential cell	18500	554000	69.4
Multi-Input combinational cell	15200	142000	17.7
Clock buffer	2295	49700	6.22
Tap cell	18600	23200	2.91
Timing Repair Buffer	2614	20500	2.57
Clock inverter	1130	8890	1.11
Antenna cell	207	518	0.0648
Inverter	3	21.3	0.00266
worst max path at each step:
stage         startpoint                endpoint  slack (ns)  cells past startpoint
CTS             addra[1]  ram_data[15]$_DFFE_PP_       74.70                     18
finish          addra[1]  ram_data[15]$_DFFE_PP_       74.30                     18
global route    addra[1]  ram_data[15]$_DFFE_PP_       74.03                     18
cells by family (layout without fill, tap and decap cells):
group           Yosys count  in the layout  share of synthesized area, %
simple gates           3129           3129                          2.07
buf+inv                2195           6042                          1.58
compound gates         4169           4169                          3.84
other cells               0            207                             0
mux                    7929           7929                          13.8
flops                 18500          18500                          78.7
power breakdown:
group          internal, mW  total [mW]  switching [mW]
registers              8.23        8.24         0.00548
clock network          3.72        6.49            2.77
logic                 0.204       0.710           0.506
total                  12.2        15.4            3.28
Power figures rest on the tool's default switching activity, not on a simulated workload.
